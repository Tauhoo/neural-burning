## design/flow/run.sh

```bash
#!/bin/bash
# OpenROAD 26Q1-2900-gdf79404cd8, Yosys 0.63+post, stock flow scripts
make -C /OpenROAD-flow-scripts/flow DESIGN_CONFIG=/design/flow/config.mk WORK_HOME=/design/flow/orfs finish
```

## design/flow/config.mk

```make
export PLATFORM = sky130hd
export DESIGN_NAME = code_storage
export DESIGN_NICKNAME = code_storage
export VERILOG_FILES = /design/flow/design.v
export SDC_FILE = /design/flow/constraint.sdc
export NUM_CORES = 4
export LEC_CHECK = 1
export CORE_UTILIZATION = 50
```

## design/flow/constraint.sdc

```tcl
current_design code_storage

set clk_period 84.5
set clk_io_pct 0.2

create_clock -name clk0 -period $clk_period [get_ports {clk}]

set non_clock_inputs [all_inputs -no_clocks]
set_input_delay [expr $clk_period * $clk_io_pct] -clock clk0 $non_clock_inputs
set_output_delay [expr $clk_period * $clk_io_pct] -clock clk0 [all_outputs]
```

## design/flow/design.v

```verilog
module code_storage(
    code, 
    code_index, 
    active, 
    reset,
    is_write,
    write_line,
    write_data,
    enable,
    code_reset_address,
    update_code_reset_address,
    code_reset_count,
    update_code_reset_count,
    clk
);
    parameter code_size = 12;
    parameter max_code_line = 100;
    input active;
    input reset;
    input enable;
    input clk;
    input is_write;
    input [31:0] write_line;
    input [code_size - 1:0] write_data;
    output [code_size - 1:0] code;
    output [31:0] code_index;
    input [31:0] code_reset_address;  
    input update_code_reset_address;  
    input [31:0] code_reset_count;  
    input update_code_reset_count;  
    reg [31:0] code_reset_address_reg;
    reg [31:0] code_reset_count_reg;
    reg [code_size - 1:0] storage [0:max_code_line];
    reg [31:0] code_line;
    assign code_index = enable ? 
                            reset && code_reset_count_reg > 0 ? code_reset_address_reg : 
                            active ? code_line + 1 :
                            code_line :
                            0;
    assign code = enable ? 
                    is_write && write_line == code_index ? write_data : 
                    storage[code_index] :
                  0;
    initial begin
        for (code_line = 0; code_line < max_code_line; code_line = code_line + 1) begin
            storage[code_line] = 0;
        end
        code_line = 0;
        code_reset_address_reg = 0;
    end
    always @(posedge clk) begin
        code_line <= code_index;
        if (update_code_reset_address) begin
            code_reset_address_reg <= code_reset_address;
        end
        if (update_code_reset_count) begin
            code_reset_count_reg <= code_reset_count;
        end
        if (reset) begin
            code_reset_count_reg <= code_reset_count_reg - 1;
        end
        if (is_write) begin
            storage[write_line] <= write_data;
        end
    end
endmodule
```

==> GITHUB_STEP_SUMMARY <==
### Yosys + OpenROAD results

| Metric | Value |
|---|---|
| Clock latency (worst-skew pair) | `740 ps` |
| Most frequent cell on the critical path | `buf_4` |
| Tot Pwr | `roughly 0.0014 W` |
| Tool warnings | `35` |
| #FFs+latches synth | `1308` |
| Cts bufs inserted | `138` |
| Commonest flop | `edfxtp_1` |
| Final TNS setup | `0 ps` |
| Worst hold slack | `640 ps` |
| # hold bufs at CTS | `0` |
| Largest fanout on the critical path | `106` |
| Die Y | `around 330 um` |
| Status | `completed` |
| CP max stage delay | `660 ps` |
| Hold WC Path Type | `register to register` |
| Critical path cell sequence | `buf_2 -> inv_1 -> a31oi_4 -> buf_4 -> o211ai_4 -> inv_8 -> buf_12 -> buf_4 -> mux2i_1 -> mux2_2 -> o311ai_0 -> buf_4 -> or4_1 -> nand4_1 -> o221ai_1 -> clkdlybuf4s50_1` |
| CP Capture Type | `output pin` |
| Post-Syn Instances | `~3800` |
| Vias | `33200` |
| Final Hold Vio Count | `0` |
| Worst-margin pin slew | `833 ps` |
| PostCTS Resize Cnt | `0` |
| Layout cells sized above 1 | `0.121` |
| RSZ-0062 raised after global routing | `false` |
| Die Wd | `around 330 um` |
| Final setup vio count | `0` |
| GPL Wtd Cong | `0.956` |
| # Max-Cap Violations | `0` |
| First-pass GRT wire length | `219000 um` |
| # Cells Yosys | `3793` |
| Port Buf Inserts | `158` |
| Worst VDD drop | `20.0 uV` |
| Root buffer cell | `clkbuf_16` |
| 1st-pass router iterations | `5` |
| Worst EP arrival | `22770 ps` |
| CP max-delay cell | `buf_4` |
| CP required | `67600 ps` |
| Crit path max-delay family | `buffers and inverters` |
| Die ar. | `109000 um2` |
| Pwr Density | `22.9 nW/um2` |
| M3 GR Usage | `0.174` |
| Met2 Usage GRT | `0.435` |
| Max FFs per register | `roughly 1200` |
| Synth Seq Share | `0.722` |
| Leakage | `20.3 nW` |
| Cell row count | `120` |
| Grt ovf | `0` |
| Clock skew | `roughly 13 ps` |
| Drt drc | `0` |
| Worst slew margin | `0.430` |
| Library cells used by synthesis | `~75` |
| CTS tree | `built` |
| Routed len/inst | `26.8 um` |
| Yosys warns | `1` |
| Clk buf depth | `3` |
| Final Cycle Share | `0.470` |
| Hold wc startpoint | `code_reset_address_reg[22]` |
| Pins over their slew limit | `0` |
| M1 GR Usage | `0.456` |
| CP bufs+invs | `8` |
| IO Count | `159` |
| Vias in the first global route | `about 34000` |
| Core box area | `107000 um2` |
| Syn Std Cell Area | `53900 um2` |
| Yosys stat chip area | `53900 um2` |
| Setup Crit Path Kind | `primary input to output pin` |
| GRT Max-Usage Layer | `met1` |
| Routed Wire Length | `between 100000 and 150000 um` |
| Crit path time final | `39670 ps` |
| EDFF count, synth | `1276` |
| Initial antenna violation count | `7` |
| Reg with most FFs | `storage` |
| Crit path launch type | `primary input` |
| Number of fill cells in the layout | `just over 8000` |
| FP Core Util | `0.504` |
| Syn Area/Cell | `around 14 um2` |
| Antenna Violating Nets Remaining | `0` |
| Vias per inst | `5.99` |
| Clock Sinks | `1308` |
| Worst-path clk slew | `around 60 ps` |
| 1st-iter DRT viols | `~2500` |
| Htree depth | `4` |
| Syn-to-layout area delta | `14.9%` |
| Setup crit start | `reset` |
| Async S/R FF share, synth | `0` |
| Detailed placement HPWL | `89900 um` |
| Post-CTS Setup Inserts | `0` |
| R2R Path Start | `code_reset_count_reg[8]` |
| Achievable frequency | `25.2 MHz` |
| All-Layer GR Usage | `0.306` |
| Largest net degree at the start of global routing | `126` |
-- per-layer routing --
layer	vias to the layer above	wire, um
met5	-	27
met4	6	4080
met3	251	20000
met2	1506	69000
met1	16300	55600
li1	15100	-
-- synthesized netlist by cell type, types with 32 or more instances --
cell type	count	area (um2)
edfxtp_1	1276	38300
nand2_1	593	2230
mux2i_1	227	2270
nor2_1	191	717
nand3_1	177	886
a21oi_1	152	761
clkbuf_1	135	507
mux2_2	84	946
buf_2	78	390
xnor2_1	52	455
inv_1	51	191
nand4_1	47	294
a22oi_1	46	345
a32oi_1	44	385
o211ai_1	41	308
and3_1	39	244
o22ai_1	35	219
a32o_1	32	320
dfxtp_1	32	641
-- layout make-up --
class | instances | area (um2) | area share
Clock buffer | 181 | 3690 | 0.0595
Inverter | 56 | 230 | 0.00372
Clock inverter | 61 | 538 | 0.00869
Multi-Input combinational cell | 2187 | 13800 | 0.222
Tap cell | 1403 | 1760 | 0.0283
Timing Repair Buffer | 347 | 3000 | 0.0484
Antenna cell | 3 | 7.51 | 0.000121
Sequential cell | 1308 | 39000 | 0.629
-- final timing paths --
check / endpoint / slack [ps] / cells past startpoint
min reg2reg: code_line[22] / 640 / 2
min: code_line[22] / 640 / 2
max reg2reg: code_line[1] / 80610 / 6
max: code[4] / 44830 / 16
-- report_power, final --
part | internal [W] | switching [W] | total (W)
combinational | 0.0000404 | 0.0000810 | 0.000121
sequential | 0.000719 | 0.00000414 | 0.000723
clock | 0.000324 | 0.000248 | 0.000572
-- worst register-to-register path, cell delays in order (launching register included) --
cell,delay [ps]
edfxtp_1,460
or4_1,600
and4b_1,600
a311o_1,680
o211ai_4,270
inv_8,460
buf_12,560
-- cells by family after synthesis --
group / Yosys count / share of synthesized area
DFF: 1308 / 0.722
buffers and inverters: 298 / 0.0236
AOI/OAI and AO/OA: 612 / 0.0833
and+or+nand+nor: 1191 / 0.0986
xor gates and xnor gates: 63 / 0.0102
muxes: 319 / 0.0613
adders and majority gates: 2 / 0.000464
-- cell usage in the layout, fill, tap and decap left out, drive strengths merged, types with 11 or more instances in the layout --
cell type         n
clkbuf          181
mux2i           227
a32o             32
o22ai            35
nand2b           15
xor2             11
buf             203
a22o             12
a221oi           24
dfxtp            32
nor2            193
nor4             28
or4              28
o221ai           12
edfxtp         1276
a211oi           24
a2111oi          24
inv              63
o32ai            13
o21ai            29
and3             39
a21boi           11
mux2             92
a22oi            46
a31oi            20
clkinv           47
o211ai           43
nand4            47
nor3             30
o311ai           11
o2111ai          23
nand2           593
xnor2            52
a21oi           155
a32oi            44
clkdlybuf4s50   144
nand3           177
-- metrics by stage --
step	utilization	cell area, um2	instances	setup WS, ps
global route	0.579	61900	5545	44310
finish	0.579	61900	5546	44830
CTS	0.579	61900	5543	44840
global placement	0.539	57700	5301	44850
floorplan	-	53900	3793	47590
detailed placement	0.539	57700	5301	44890
Power and IR drop assume default switching activity.
