==> flow/constraint.sdc <==
current_design backprop_stack_controller

set clk_period 183.2
set clk_io_pct 0.2

create_clock -name clk0 -period $clk_period [get_ports {clk}]

set non_clock_inputs [all_inputs -no_clocks]
set_input_delay [expr $clk_period * $clk_io_pct] -clock clk0 $non_clock_inputs
set_output_delay [expr $clk_period * $clk_io_pct] -clock clk0 [all_outputs]
==> flow/run.sh <==
#!/bin/bash
# OpenROAD 26Q1-2900-gdf79404cd8, Yosys 0.63+post, stock flow scripts
make -C /OpenROAD-flow-scripts/flow DESIGN_CONFIG=/design/flow/config.mk WORK_HOME=/design/flow/orfs finish
==> flow/config.mk <==
export PLATFORM = sky130hd
export DESIGN_NAME = backprop_stack_controller
export DESIGN_NICKNAME = backprop_stack_controller
export VERILOG_FILES = /design/flow/design.v
export SDC_FILE = /design/flow/constraint.sdc
export NUM_CORES = 4
export LEC_CHECK = 1
export CORE_UTILIZATION = 50
==> flow/design.v <==
module backprop_stack_controller(
    backprop_controll_bundle,
    diff_dense,
    diff_start,
    diff_cost,
    diff_to_all,
    diff_dense_out,
    diff_start_out,
    diff_cost_out,
    diff_to_all_out,
    current_layer_out,
    current_row_out,
    is_last_layer,
    start_new_layer,
    read_update_data,
    active_train,
    clk
    );
    parameter size = 3;
    parameter data_size = 16;
    parameter backprop_controll_size = 1 + 1 + 32 + 32;
    parameter max_layer_size = 4;
    input [backprop_controll_size - 1:0] backprop_controll_bundle;
    input [data_size*size - 1:0] diff_dense;
    input [data_size*size - 1:0] diff_cost;
    input [data_size*size - 1:0] diff_start;
    input [data_size*size - 1:0] diff_to_all;
    input clk;
    output [data_size*size - 1:0] diff_dense_out;
    output [data_size*size - 1:0] diff_cost_out;
    output [data_size*size - 1:0] diff_start_out;
    output [data_size*size - 1:0] diff_to_all_out;
    output [31:0] current_layer_out;
    output [31:0] current_row_out;
    output is_last_layer;
    output start_new_layer;
    output read_update_data;
    output active_train;
    wire is_store;
    wire start_train;
    wire [31:0] current_input_layer;
    wire [31:0] current_input_row;
    assign {
        is_store,
        start_train,
        current_input_layer,
        current_input_row
    } = backprop_controll_bundle;
    reg [31:0] temp_last_layer;
    reg [31:0] last_layer;
    reg [31:0] counter;
    reg training;
    reg [data_size*size - 1:0] diff_dense_store[size - 1:0][max_layer_size - 1:0];
    reg [data_size*size - 1:0] diff_start_store[size - 1:0][max_layer_size - 1:0];
    reg [data_size*size - 1:0] diff_cost_store[size - 1:0];
    reg [data_size*size - 1:0] diff_to_all_store[size - 1:0][max_layer_size - 1:0];
    initial begin
        for (int i = 0; i < max_layer_size; i = i + 1) begin 
            for (int j = 0; j < size; j = j + 1) begin 
                diff_dense_store[j][i] = 0;
                diff_start_store[j][i] = 0;
                diff_to_all_store[j][i] = 0;
            end
        end
        for (int j = 0; j < size; j = j + 1) begin 
            diff_cost_store[j] = 0;
        end
        temp_last_layer = 0;
        last_layer = 0;
        counter = 0;
        training = 0;
    end
    always @(posedge clk ) begin
        if (is_store) begin
            diff_dense_store[current_input_row][current_input_layer] <= diff_dense;
            diff_start_store[current_input_row][current_input_layer] <= diff_start;
            diff_cost_store[current_input_row] <= diff_cost;
            diff_to_all_store[current_input_row][current_input_layer] <= diff_to_all;
            temp_last_layer <= current_input_layer;
        end
    end
    wire first_phase;
    wire second_phase;
    wire last_phase;
    assign first_phase = counter/size <= last_layer;
    assign second_phase = counter/size > last_layer && counter/size < 2*(last_layer + 1);
    assign last_phase = counter/size == 2*(last_layer + 1);
    assign current_layer_out = first_phase && training ? counter/size : 0 ;
    assign current_row_out = first_phase && training ? counter%size : 0;
    assign diff_dense_out = training && first_phase ? diff_dense_store[current_row_out][current_layer_out] : 0;
    assign diff_start_out = training && first_phase ? diff_start_store[current_row_out][current_layer_out] : 0;
    assign diff_cost_out = training && first_phase ? diff_cost_store[current_row_out] : 0;
    assign diff_to_all_out = training && first_phase ? diff_to_all_store[current_row_out][current_layer_out] : 0;
    assign is_last_layer = current_layer_out == last_layer && training ? 1'b1 : 1'b0;
    assign start_new_layer = current_row_out == 0 && first_phase && training ? 1'b1 : 1'b0;
    assign read_update_data = (second_phase || last_phase) && training ? 1'b1 : 1'b0;
    assign active_train = training && !last_phase ? 1'b1 : 1'b0;
    always @(posedge clk ) begin
        if (start_train) begin
            training <= 1;
            last_layer <= temp_last_layer;
        end
        if (training) begin
            if (counter == size*(2*(last_layer + 1) + 1) - 1) begin
                counter <= 0;
                training <= 0;
            end else begin
                counter <= counter + 1;
            end
        end
    end
endmodule
==> flow_results.org <==
#+TITLE: Physical design notes

** Final timing
- Maximum clock skew at final layout :: approximately 0.04 ns
- Number of pins exceeding their max-slew limit in the final report :: 0
- For the finished layout, the period the worst path requires is roughly 57 ns.
- RSZ-0062 raised after global routing :: no
- Aggregate negative setup slack :: 0 ns
- Achievable frequency :: about 17 MHz
- Per the slew report, the remaining headroom to the max-slew limit stands at 43.5%.
- Slew of the pin with the lowest slew margin :: between 0.8 and 0.9 ns
- Hold is met by 0.413 ns.
- The worst path uses between 30% and 40% of the clock period.
- Final hold viol count :: 0
- Setup violations remaining at the end of the flow were counted as 0.

** Placed design
- DPL Wire Length :: approximately 130000 um
- Instance area after placement :: between 0.09 and 0.1 sq mm
- Number of port buffers :: approximately 490
- Per the gpl log, the routability congestion estimate is a little under 0.9.

** Yosys
- # Cells Yosys :: about 6200
- In the synthesized netlist the async set-or-reset flop fraction comes to 0%.
- Cell taking the most area after synthesis :: edfxtp_1
- Cell area after synthesis :: 0.0860 sq mm
- The post-synth count of flops with an enable pin is approximately 2000.
- Gate count after technology mapping :: 6191
- Main synth FF type :: edfxtp_1
- For this run, the chip area from Yosys synthesis comes to 0.0860 sq mm.
- Summed over its instances, the top area cell type makes up 68.7% of the synthesized netlist area.
- In the post-synthesis netlist, the biggest area contributors are edfxtp_1 (69%), mux2i_1 (5.5%), a21oi_1 (3.2%).
- The synthesis stat section lists a flop and latch total of 1969.
- Avg Synthesized Cell Area :: 13.9 sq um
- The synthesis report lists the Yosys warning total as 1.
- Synth Seq Share :: 68.7%
- After synthesis, the netlist uses around 110 different library cells.

** CTS
- Once the clock tree was built, the resizer swapped 0 gates to a different size.
- After clock tree synthesis, the clock-pin slew on the worst setup and hold paths is 0.07 ns.
- CTS added clock buffers totalling about 200.
- The longest clock path from root to sink contains 3 buffers.
- Number of clock sinks seen by CTS :: 1969
- The clock tree synthesis step divided the H-tree into 4 levels.
- TritonCTS built the clock tree.
- # Post-CTS Setup Buffers :: 0
- Cts-stage hold buffer count :: 0
- Per the skew report, the later register of the worst-skew pair sees a clock latency of approximately 0.83 ns.
- Per the CTS log, the root buffer master is clkbuf_16.

** Floorplan
- Die X-Extent :: approximately 420 um
- Placeable core area :: roughly 0.17 sq mm
- The floorplan report gives the top-level pin count as ~520.
- The share of the core area taken by cells at floorplan is between 50% and 60%.
- The die is 417 um tall.
- Core Rows :: ~150
- Area enclosed by the die boundary :: around 0.17 sq mm

** Route
- In this run, the number of DRC markers left after iteration 0 of detailed routing was 3201.
- Once detail routing completed, the nets flagged for antenna violations numbered 0.
- Total detailed-routing wirelength :: around 230000 um
- Before antenna repair, the detailed router went through 7 iterations.
- For this run, design rule violations remaining after detail routing come to 0.
- Ratio of routed vias to standard cells :: ~6
- Across all layers, the routed design uses 53900 vias.
- Average wire length per cell after detail routing :: approximately 26 um

** Worst setup path
- The slowest stage of the critical path is the edfxtp_1 cell.
- STA puts the critical path data required time at 146.56 ns.
- According to the timing report, the arrival time at the worst endpoint equals between 20 and 25 ns.
- Largest driver fanout on the critical path :: around 72
- Startpoint kind of the worst setup timing path :: register
- Critical Path Source :: counter[27]
- Largest stage delay, worst path :: 0.83 ns
- Classification of the worst setup path :: reg2out
- Reg-to-Reg Start :: last_layer[0]
- Endpoint class of the critical path :: output pin

** Worst hold path
- The type recorded for the worst min-delay path is reg2reg.
- Worst Min Path Start :: temp_last_layer[22]

** Finish
- Relative area change from synthesis to final layout :: 15.3%
- The finished cells cover approximately 0.099 sq mm.
- Share of layout cells above drive strength 1 :: 7.46%

** Flow run
- OpenROAD warning count :: 74
- Across the run, the number of max-cap violations was 0.

** Outcome
- The flow ran to the end, and the final reports show no timing, DRC or antenna violations.

** GRT
- The via count of the first global-routing pass was about 55000.
- Tot GR Track Use :: between 20 and 30%
- Entering global routing, the biggest net connects 128 pins.
- The first global-routing pass estimated between 300000 and 400000 um of wire.
- Number of antenna violations at the first check in global routing :: between 40 and 50
- Overflow after GRT :: 0
critical path: cells and delay by family, from the launching register on:
family                     cells  cell delay, ns
xor gates and xnor gates       4            0.93
and+or+nand+nor               24            7.66
buffers and inverters          8            3.37
adders and majority gates      4            1.12
DFF                            1            0.83
AOI/OAI and AO/OA             23            5.68
registers in the layout, summed over array words and instances, names as in the netlist:
signal             cells
diff_start_store     576
diff_to_all_store    576
diff_dense_store     576
training               1
diff_cost_store      144
last_layer            32
counter               32
temp_last_layer       32
final cells by class:
cell class | instances | area [sq um]
well taps | 2218 | 2780
flip-flops and latches | 1969 | 59100
diodes | 18 | 45.0
clock inverters | 118 | 840
fillers | 12900 | 70900
repair buffers | 623 | 6000
multi-input cells | 3651 | 24500
inverters | 130 | 495
clock buffers | 251 | 5400
placed cells by master (no fill, tap or decap), drive strengths merged, types with 29 or more instances in the layout:
| cell | synthesis | layout |
|---|---|---|
| o41a | 91 | 91 |
| mux2i | 476 | 476 |
| ha | 130 | 130 |
| o2111a | 55 | 55 |
| nand2 | 673 | 673 |
| o221ai | 62 | 62 |
| o22ai | 156 | 156 |
| nor2 | 157 | 157 |
| and2 | 29 | 29 |
| nor2b | 29 | 29 |
| edfxtp | 1968 | 1968 |
| clkbuf | 247 | 251 |
| nor3 | 48 | 48 |
| buf | 194 | 138 |
| a21oi | 547 | 547 |
| o21ai | 163 | 163 |
| nand3 | 347 | 347 |
| inv | 128 | 136 |
| o21a | 52 | 52 |
| clkinv | 2 | 102 |
| a21o | 57 | 57 |
| clkdlybuf4s50 | 0 | 485 |
| a221oi | 93 | 93 |
| xnor2 | 143 | 143 |
| nand4 | 38 | 38 |
layer usage:
metal / track usage (%) / wire length, um / up-vias
li1: - / - / 24800
met1: 42.0 / 86100 / 26000
met2: 43.4 / 112000 / 2615
met3: 15.7 / 27700 / 397
met4: 8.85 / 8360 / 30
met5: 2.31 / 540 / -
synthesized netlist by cell type (11+ instances only):
| master | n |
|---|---|
| a211oi_1 | 12 |
| a21o_1 | 57 |
| a21oi_1 | 544 |
| a221oi_1 | 93 |
| and2_1 | 27 |
| and3_1 | 24 |
| buf_1 | 42 |
| buf_2 | 86 |
| buf_4 | 39 |
| buf_6 | 27 |
| clkbuf_1 | 247 |
| edfxtp_1 | 1968 |
| ha_1 | 130 |
| inv_1 | 123 |
| mux2i_1 | 476 |
| nand2_1 | 668 |
| nand2b_1 | 26 |
| nand3_1 | 343 |
| nand4_1 | 38 |
| nor2_1 | 154 |
| nor2b_1 | 29 |
| nor3_1 | 45 |
| nor4_1 | 21 |
| o2111a_1 | 55 |
| o211ai_1 | 11 |
| o21a_1 | 52 |
| o21ai_0 | 118 |
| o21ai_1 | 44 |
| o21bai_1 | 12 |
| o221ai_1 | 62 |
| o22ai_1 | 155 |
| o41a_1 | 91 |
| o41ai_1 | 17 |
| or3_1 | 12 |
| or4_1 | 11 |
| xnor2_1 | 143 |
| xor2_1 | 27 |
final timing paths:
path,slack (ns),end,cells past startpoint
worst max-delay path,125.92,diff_dense_out[24],63
worst min-delay path,0.41,last_layer[22],0
worst max register to register,175.49,counter[18],34
worst min register to register,0.41,last_layer[22],0
kinds of logic (layout without fill, tap and decap cells):
kind of cell    Yosys count  in the layout  synth area share [%]
other cells               1             19               0.00436
compound gates         1422           1422                  11.3
fa+ha+maj               131            131                  1.90
buf+inv                 571           1122                  3.02
xor+xnor                170            170                  1.73
flops                  1969           1969                  68.7
simple gates           1451           1451                  7.78
mux                     476            476                  5.54
per-stage QoR:
| stage | instances | setup slack (ns) | util, % |
|---|---|---|---|
| after floorplan | 6191 | 132.68 | - |
| after global placement | 8591 | 126.89 | 54.6 |
| after detailed placement | 8591 | 126.90 | 54.6 |
| after CTS | 8960 | 125.92 | 58.3 |
| after global routing | 8977 | 124.53 | 58.3 |
| final | 8978 | 125.92 | 58.3 |
